<file path="/design/flow/design.v">
module Mac(
  input         clock,
  input         reset,
  input  [7:0]  io_a,
  input  [7:0]  io_b,
  output [15:0] io_data_out
);
  reg [15:0] reg_;  
  reg [31:0] _RAND_0;
  wire [15:0] _T;  
  wire [15:0] _T_2;  
  assign _T = io_a * io_b;  
  assign _T_2 = reg_ + _T;  
  assign io_data_out = reg_;  
  always @(posedge clock) begin
    if (reset) begin
      reg_ <= 16'h0;
    end else begin
      reg_ <= _T_2;
    end
  end
endmodule
</file>
<file path="/design/flow/run.sh">
#!/bin/bash
# OpenROAD 26Q1-2900-gdf79404cd8, Yosys 0.63+post, stock flow scripts
make -C /OpenROAD-flow-scripts/flow DESIGN_CONFIG=/design/flow/config.mk WORK_HOME=/design/flow/orfs finish
</file>
<file path="/design/flow/config.mk">
export PLATFORM = sky130hd
export DESIGN_NAME = Mac
export DESIGN_NICKNAME = Mac
export VERILOG_FILES = /design/flow/design.v
export SDC_FILE = /design/flow/constraint.sdc
export NUM_CORES = 4
export LEC_CHECK = 1
export CORE_UTILIZATION = 30
</file>
<file path="/design/flow/constraint.sdc">
current_design Mac

set clk_period 7.6
set clk_io_pct 0.2

create_clock -name clk0 -period $clk_period [get_ports {clock}]

set non_clock_inputs [all_inputs -no_clocks]
set_input_delay [expr $clk_period * $clk_io_pct] -clock clk0 $non_clock_inputs
set_output_delay [expr $clk_period * $clk_io_pct] -clock clk0 [all_outputs]
</file>
==> flow_summary.ini <==
; physical design summary
[global_route]
antenna_found_initial = 0
grt_pass1_vias = 2274
grt.overflow.total = 0
track_usage_pct = 13.51
grt_pass1_wl_um = 10540
grt_max_degree = 22

[synthesis]
syn_area_um2 = 2958
yosys-stat-area_um2 = 2958
synth_flop_count = 16
async_flop_share_pct = 0
synth_cell_types = 30
ff_type = dfxtp_1
syn_inst = 343
edf_count = 0
ys_seq_share_pct = 10.83
yosysWarnings = 1
yosys-stat-cells = 343
avgSynthCellArea_um2 = 8.623

[drt]
drc = 0
wl_per_cell_um = 11.48
finalWirelength_um = 5810
vias = 2135
routed_via_density = 4.219
drtPass1Iterations = 4
n_antenna_cell = 0
drt_iter0_markers = 54
ant_nets = 0

[floorplanning]
die_y_um = 101.3
chipArea_um2 = 10260
fp_util_pct = 31.42
std_cell_rows = 35
num_io_pins = 34
die_w_um = 101.3
core_area_um2 = 9415

[sta]
fmax_mhz = 168.4
tightest_slew_ns = 0.7747
setup_viol = 0
slew_violations = 0
period_used_pct = 78.14
rsz0062_at_grt = no
hold_viol = 0
final.setup.tns_ns = 0
period_needed_ns = 5.938
slew_headroom_pct = 48.19
fin_skew_ns = 0.005839

[critical_path]
crit_fanout = 8
cpMostUsedCell = fa_1
arrival_ns = 6.07
cp-end-kind = flip-flop
max_stage_delay_ns = 0.66
worstPathRequired_ns = 7.74
start_kind = primary input
crit_type = in2reg
crit_chain = clkdlybuf4s50_1 > nand2_1 > fa_1 > inv_1 > fa_1 > fa_1 > inv_1 > fa_1 > inv_1 > ha_1 > a21oi_1 > nor2b_1 > a221o_1 > a41oi_2 > mux2_1
critPathSlowestCell = clkdlybuf4s50_1

[flow_run]
warning_count = 25
max_cap_violations = 0

[outcome]
status = completed

[placement]
place.gp.congestion = 0.8584
portBuffers = 33
hpwl_um = 5116

[cells_and_area]
comb_area_um2 = 2258
top_regs = reg_ x16
regArea_um2 = 320.3
syn_to_final_growth_pct = 17.77
largest_register_ffs = 16
fill_cells = 936
top_register = reg_
layout-drive-gt1-share_pct = 1.592

[cts]
cts_buffers = 3
cts_hold_buf = 0
clkLatencyLatePin_ns = 0.25
post_cts_resized = 0
clkTransAtPathRegs_ns = 0.06
htreeDepth = 1
post_cts_buffers = 0
root_buffer = clkbuf_8
clockBufferDepth = 2
numClockSinks = 16
tritoncts = yes

[pwr]
power_w = 0.001323
p_per_area_nw_per_um2 = 379.7
irDropWorstVdd_mv = 0.1594
p_leak_nw = 1.772

[min_path]
min_path_type = reg2reg
==> cells by family (layout without fill, tap and decap cells) <==
kind of cell | count (synthesis) | count (layout) | share of synthesized area [%]
simple gates | 101 | 101 | 17.22
buf+inv | 101 | 135 | 12.82
fa+ha+maj | 85 | 85 | 48.65
compound gates | 29 | 29 | 6.896
flops | 16 | 16 | 10.83
xor+xnor | 7 | 7 | 2.073
mux | 4 | 4 | 1.523
==> path summary, 6_finish.rpt <==
kind	slack, ns	to	depth (start not counted)	start
worst max-delay path	1.66	reg_[14]	15	io_a[7]
worst min-delay path	0.59	reg_[0]	2	reg_[0]
worst max register to register	3.36	reg_[13]	14	reg_[6]
worst min register to register	0.59	reg_[0]	2	reg_[0]
==> worst max-delay path, delay by kind of cell <==
| family | cells | cell delay, ns |
|---|---|---|
| adders and majority gates | 5 | 2.47 |
| and+or+nand+nor | 2 | 0.21 |
| AOI/OAI and AO/OA | 3 | 0.71 |
| muxes | 1 | 0.34 |
| buffers and inverters | 4 | 0.81 |
==> synth_stat cells (all sizes together), types with 2 or more instances <==
library cell	n	share of area [%]
nor2	12	1.5
a21oi	8	1.4
nand2b	4	0.85
and2	34	7.2
xnor2	4	1.2
ha	35	15
a211oi	2	0.51
clkbuf	2	0.25
a21o	5	1.3
nor3	3	0.51
mux2	4	1.5
nor2b	9	1.9
nand2	35	4.4
fa	50	34
a31oi	2	0.42
o21ai	2	0.34
inv	99	13
o41ai	2	0.59
xor2	3	0.89
nand3	2	0.34
o21a	2	0.51
dfxtp	16	11
==> final cells by class <==
class | instances | area share [%]
repair buffers | 33 | 9.483
flip-flops and latches | 16 | 9.195
inverters | 99 | 10.67
clock buffers | 3 | 1.185
multi-input cells | 226 | 64.83
well taps | 129 | 4.634
==> per-stage QoR <==
stage / hold slack, ns / utilization (%) / cell area (um^2) / setup WS (ns) / std cells
6_report: 0.5938 / 37.00 / 3483 / 1.662 / 506
5_1_grt: 0.6539 / 37.00 / 3483 / 1.450 / 506
4_1_cts: 0.6047 / 37.00 / 3483 / 1.671 / 506
3_5_place_dp: 0.5911 / 36.56 / 3442 / 1.425 / 503
3_3_place_gp: 0.5716 / 36.56 / 3442 / 1.392 / 503
2_1_floorplan: 0.5365 / - / 2958 / 2.328 / 343
==> report_power, final <==
group | internal [W] | switching [W]
registers | 0.000122 | 0.0000213
logic | 0.000516 | 0.000600
clock network | 0.0000351 | 0.0000278
total | 0.000673 | 0.000649
==> placed cells by master (no fill, tap or decap), drive strengths merged <==
master and instances:
a211oi 2, a21o 5, a21oi 8, a221o 1
a311oi 1, a31oi 2, a41oi 1, and2 34
and3 1, clkbuf 3, clkdlybuf4s50 33, dfxtp 16
fa 50, ha 35, inv 99, mux2 4
nand2 35, nand2b 4, nand3 2, nor2 12
nor2b 9, nor3 3, o211ai 1, o21a 2
o21ai 2, o22ai 1, o31ai 1, o41ai 2
or2 1, xnor2 4, xor2 3
==> layer usage <==
layer	global-route usage (%)	vias to the layer above	wire length [um]
met2	20.93	43	2601
li1	-	1096	-
met3	4.132	4	315
met4	1.338	0	57
met1	20.03	992	2836
met5	0	-	0
