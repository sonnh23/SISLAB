### constraint.sdc
current_design FullAdder

set clk_period 8.1
set clk_io_pct 0.2

create_clock -name clk0 -period $clk_period

set non_clock_inputs [all_inputs -no_clocks]
set_input_delay [expr $clk_period * $clk_io_pct] -clock clk0 $non_clock_inputs
set_output_delay [expr $clk_period * $clk_io_pct] -clock clk0 [all_outputs]
### design.v
module FullAdder(
  input        clock,
  input        reset,
  input  [7:0] io_a,
  input  [7:0] io_b,
  input  [7:0] io_cIn,
  output [7:0] io_s,
  output [7:0] io_cOut
);
  wire [7:0] _T;  
  wire [7:0] _T_3;  
  wire [7:0] _T_4;  
  wire [7:0] _T_6;  
  wire [7:0] _T_7;  
  assign _T = io_a ^ io_b;  
  assign _T_3 = io_b + io_a;  
  assign _T_4 = io_a & _T_3;  
  assign _T_6 = io_cIn + io_b;  
  assign _T_7 = _T_4 & _T_6;  
  assign io_s = _T ^ io_cIn;  
  assign io_cOut = _T_7 & io_cIn;  
endmodule
### config.mk
export PLATFORM = sky130hd
export DESIGN_NAME = FullAdder
export DESIGN_NICKNAME = FullAdder
export VERILOG_FILES = /design/flow/design.v
export SDC_FILE = /design/flow/constraint.sdc
export NUM_CORES = 4
export LEC_CHECK = 1
export CORE_AREA = 10 10 70 70
export DIE_AREA = 0 0 80 80
### run.sh
#!/bin/bash
# OpenROAD 26Q1-2900-gdf79404cd8, Yosys 0.63+post, stock flow scripts
make -C /OpenROAD-flow-scripts/flow DESIGN_CONFIG=/design/flow/config.mk WORK_HOME=/design/flow/orfs finish
==> results.json <==
{
  "syn-cell-area_um2": 708,
  "yosysWarnings": 0,
  "grt_pass1_vias": 822,
  "drc": 0,
  "io-pin-count": 42,
  "flop-count": 0,
  "port_buffers": 40,
  "tightest_slew_ps": 348,
  "ant_nets": 0,
  "min_period_ps": 5740,
  "critPathSlowestCell": "clkdlybuf4s50_1",
  "pwr_density_cell_nw_per_um2": 64.4,
  "fillerInstances": 355,
  "coreArea_um2": 3420,
  "crit_path_end_kind": "output port",
  "critPathRequiredTime_ps": 6480,
  "hold_buffers": 0,
  "ys_area_um2": 708,
  "power.leakage_nw": 0.474,
  "cp_max_fo": 3,
  "logic_area_um2": 686,
  "crit_chain": "clkdlybuf4s50_1, ha_1, fa_1, a21oi_1, o211ai_1, a21oi_1, xor2_1, nor4_2, clkdlybuf4s50_1",
  "rsz0062_at_grt": "no",
  "vias": 785,
  "cts_setup_buffers": 0,
  "gp_congestion": 0.838,
  "die_h_um": 80,
  "whs_ps": 4190,
  "finalSetupTns_ps": 0,
  "top_cells_by_count": "15 x ha_1, 9 x xor2_1, 6 x inv_1, 6 x nor3_1, 6 x o21a_1",
  "finalHoldViolations": 0,
  "fp-utilization": 0.207,
  "maxSlewHeadroom": 0.766,
  "wl_per_cell_um": 11.9,
  "ys_seq_frac": 0,
  "antenna_cells": 0,
  "critPathTopFamily": "buffers and inverters",
  "ir_drop_uv": 27.5,
  "ys_cells": 91,
  "status": "completed",
  "slew_violations": 0,
  "yosysTopAreaCell": "ha_1",
  "dp_cells": 177,
  "wl_um": 2100,
  "cp.arrival_ps": 4120,
  "die-area_um2": 6400,
  "final_cells": 177,
  "place_hpwl_um": 1910,
  "syn2layout_area_growth_pct": 64.7,
  "grtUsageTotal": 0.0648,
  "drive_above_1_share": 0.0229,
  "cts_resized": 0,
  "max_stage_delay_ps": 500,
  "fp.dieW_um": 80,
  "syn_area_per_cell_um2": 7.78,
  "grt_max_degree": 6,
  "synthTopCellsByArea": "ha_1 27%, xor2_1 11%, o21a_1 6.4%",
  "rows": 21,
  "yosys.cell_count.top_type": "ha_1",
  "vias_per_cell": 4.44,
  "grt_antenna_before_repair": 0,
  "grt_pass1_wl_um": 3560,
  "grt_overflow_total": 0,
  "hold_path_class": "in -> out",
  "synthDistinctLibCells": 27,
  "crit_buf_inv": 2,
  "fmax_mhz": 174,
  "critPathKind": "in -> out",
  "drt_iter0_markers": 7,
  "cap_violations": 0,
  "setup_viol": 0,
  "dr.pass1.iters": 4,
  "seq_area_um2": 0,
  "top_cell_area_share": 0.265,
  "fin_crit_sh": 0.708,
  "clkbuf_count": 0,
  "crit_path_start_kind": "primary input",
  "synthCells": 91,
  "p_total_uw": 75.1,
  "warnings": 35
}
report_power, final:
group / internal, mW / leakage, nW / total, mW / switching, mW
Clock: 0 / 0 / 0 / 0
Sequential: 0 / 0 / 0 / 0
Combinational: 0.0453 / 0.474 / 0.0751 / 0.0298
area by class of cell:
cell class | count | area share
Timing Repair Buffer | 40 | 0.343
Tap cell | 46 | 0.0494
Multi-Input combinational cell | 85 | 0.588
Inverter | 6 | 0.0193
path summary, 6_finish.rpt:
kind | slack, ps | to | start | depth (start not counted)
worst max-delay path | 2360 | io_cOut[6] | io_b[0] | 9
worst min-delay path | 4190 | io_cOut[6] | io_a[6] | 4
layout by cell type (no fill, tap or decap), drive strengths merged, types with 2 or more instances in the layout:
cell            n
fa              2
nand3           4
ha             15
a21oi           5
nor3            6
a211oi          3
xor2            9
nand2           5
o211ai          3
nor4            2
a21o            2
xnor2           4
o21ai           5
nor2b           2
clkdlybuf4s50  40
o21a            6
inv             6
nor2            3
and3            2
layer usage:
layer | share of wire | track usage
met1 | 0.54 | 0.0931
met5 | 0 | 0
met4 | 0 | 0
met3 | 0.14 | 0.0295
met2 | 0.32 | 0.0915
cell families after synthesis:
| group | after synthesis | share of synthesized area |
|---|---|---|
| XOR/XNOR | 13 | 0.161 |
| buffers and inverters | 6 | 0.0318 |
| adder cells (fa/ha/maj) | 17 | 0.322 |
| AND-OR/OR-AND | 29 | 0.277 |
| AND/OR/NAND/NOR | 26 | 0.208 |
through the flow:
stage | setup slack [ps] | area, um2 | utilization
global route | 2160 | 1170 | 0.341
CTS | 2340 | 1170 | 0.341
global placement | 2340 | 1170 | 0.341
detailed placement | 2340 | 1170 | 0.341
floorplan | 3500 | 708 | -
finish | 2360 | 1170 | 0.341
Power figures rest on the tool's default switching activity, not on a simulated workload.
