==> /design/flow/design.v <==
module Alu(
  input         clock,
  input         reset,
  input  [7:0]  io_a,
  input  [7:0]  io_b,
  input  [1:0]  io_fn,
  output [15:0] io_y
);
  wire  _T;  
  wire [7:0] _T_2;  
  wire  _T_3;  
  wire [7:0] _T_5;  
  wire  _T_6;  
  wire [7:0] _T_7;  
  wire  _T_8;  
  wire [15:0] _T_9;  
  wire [15:0] _GEN_0;  
  wire [15:0] _GEN_1;  
  wire [15:0] _GEN_2;  
  assign _T = 2'h0 == io_fn;  
  assign _T_2 = io_a + io_b;  
  assign _T_3 = 2'h1 == io_fn;  
  assign _T_5 = io_a - io_b;  
  assign _T_6 = 2'h2 == io_fn;  
  assign _T_7 = io_a / io_b;  
  assign _T_8 = 2'h3 == io_fn;  
  assign _T_9 = io_a * io_b;  
  assign _GEN_0 = _T_8 ? _T_9 : 16'h0;  
  assign _GEN_1 = _T_6 ? {{8'd0}, _T_7} : _GEN_0;  
  assign _GEN_2 = _T_3 ? {{8'd0}, _T_5} : _GEN_1;  
  assign io_y = _T ? {{8'd0}, _T_2} : _GEN_2;  
endmodule
==> /design/flow/run.sh <==
#!/bin/bash
# OpenROAD 26Q1-2900-gdf79404cd8, Yosys 0.63+post, stock flow scripts
make -C /OpenROAD-flow-scripts/flow DESIGN_CONFIG=/design/flow/config.mk WORK_HOME=/design/flow/orfs finish
==> /design/flow/config.mk <==
export PLATFORM = sky130hd
export DESIGN_NAME = Alu
export DESIGN_NICKNAME = Alu
export VERILOG_FILES = /design/flow/design.v
export SDC_FILE = /design/flow/constraint.sdc
export NUM_CORES = 4
export LEC_CHECK = 1
export CORE_UTILIZATION = 30
==> /design/flow/constraint.sdc <==
current_design Alu

set clk_period 17.0
set clk_io_pct 0.2

create_clock -name clk0 -period $clk_period

set non_clock_inputs [all_inputs -no_clocks]
set_input_delay [expr $clk_period * $clk_io_pct] -clock clk0 $non_clock_inputs
set_output_delay [expr $clk_period * $clk_io_pct] -clock clk0 [all_outputs]
==> Slide: Implementation Results <==
Flow Results at a Glance

Critical path
  • Most common cell type on the critical path: sky130_fd_sc_hd__ha_1
  • Startpoint kind of the worst setup timing path: input pin
  • Category of the most critical setup path: in2out
  • Endpoint class of the critical path: primary output
  • CP max FO: 7
  • Cell with the largest stage delay on the worst path: sky130_fd_sc_hd__o211ai_1
  • Data required time of the critical path: 13.60 ns
  • Slowest cell delay on critical path: 0.39 ns
  • Data arrival time of the worst path: 12.97 ns

Global routing
  • Total GRT Usage: 16.1%
  • Number of global-route vias before repair: 3942
  • Largest net degree at the start of global routing: 31
  • Gr ovfl total: 0
  • Global-route wire length before repair: 18.7 mm
  • Initial antenna violation count: 0

Timing
  • Fin. Hold Viols: 0
  • Achievable clock frequency: 0.0611 GHz
  • Worst-case hold slack: 7.63 ns
  • Transition time at the pin with the least slew margin: 0.607 ns
  • Finish-stage setup viols: 0
  • Share of the clock period used by the worst path: 96.3%
  • Final number of max-transition violations: 0
  • Setup repair after global routing missed its margin: no
  • Shortest clock period the worst path allows after layout: 16.37 ns
  • Relative slew margins: 59.4%

Floorplanning
  • Die width: 121 um
  • Chip area: 14700 um^2
  • Die H: 121 um
  • # IOs: 36
  • Placeable core area: 13900 um^2
  • Number of placement rows: 43
  • Floorplan utilization: 30.8%

Yosys
  • Yosys stat cell total: 553
  • Main area contributors after synthesis: sky130_fd_sc_hd__ha_1, sky130_fd_sc_hd__fa_1, sky130_fd_sc_hd__inv_1
  • Library cells used by synthesis: 58
  • Combined area of all synthesized cells: 4270 um^2
  • Mean cell area of the mapped netlist: 7.72 um^2
  • Yosys Warn Count: 0
  • Cell count after synthesis: 553
  • Post-synthesis sequential area ratio: 0%
  • Cell type with the largest total area: sky130_fd_sc_hd__ha_1
  • MUX share of area: 3.72%
  • Area fraction in full adders, half adders and majority gates: 44.2%
  • Simple-Gate Fraction of Synth Area: 19.1%
  • Largest family of logic cells by area: adder cells
  • Compound Share, Synth: 19.5%
  • Top-area cell share: 26.4%
  • YS chip area: 4270 um^2
  • XOR-XNOR Cells, Area Fraction: 5.13%

Finish
  • Flop area: 0 um^2
  • Total area of multi-input combinational cells: 4010 um^2
  • Layout cell share with drive strength beyond 1: 18.3%
  • Leading cell types in the layout, fill and taps excluded: sky130_fd_sc_hd__ha_1, sky130_fd_sc_hd__buf_4, sky130_fd_sc_hd__inv_1
  • Sequential cell count of the final layout: 0
  • Synthesis-to-layout area growth: 28.7%
  • Layout fillers: 1394
  • Commonest non-fill, non-tap cell in the layout: sky130_fd_sc_hd__ha_1
  • Final design area excluding fillers: 5500 um^2
  • Number of clock buffers in the layout: 0
  • Final Non-Filler Cells: 834

Power
  • Leakage dissipation: 2.76 nW
  • Worst supply voltage drop on vdd: 0.0000277 V
  • Ratio of total power to cell area: 56.8 nW/um^2

Routing
  • First DRT Iteration DRCs: 256
  • DRC violations left: 0
  • Remaining antenna violation count: 0
  • Sum of routed wire length over all layers: 11.2 mm
  • Router iterations before antenna repair: 4
  • Antenna fix cells: 0
  • Ratio of routed vias to standard cells: 4.90
  • Via count: 4088
  • Average routed wire per standard cell: 13.4 um

Placed design
  • Total placed cells including tap cells: 824
  • # port buffers: 34
  • Placed standard-cell area: 5320 um^2
  • Half-perimeter wire length after detailed placement: 9.26 mm
  • Placer's final routability congestion estimate: 0.880

Hold path
  • Class of the worst hold path: in2out
  • Hold depth: 5
  • Worst min-delay path endpoint: io_y[0]
  • Hold_sp: io_b[0]

Outcome
  • Status: finished clean

Flow run
  • Tool Warnings: 45
  • Max-capacitance violation count: 0
-- power breakdown --
part	internal, mW	switching [mW]	total (mW)
Clock	0	0	0
Sequential	0	0	0
Combinational	0.154	0.158	0.312
-- layer usage --
metal	global-route usage, %	up-vias	wire [um]
met3	1.58	4	418
met5	0	-	0
met2	27.0	52	5210
met1	23.9	1921	5570
li1	-	2111	-
met4	0.540	0	21
-- critical path: cells and delay by family --
kind	cells	cell delay, ns
AOI/OAI and AO/OA	25	4.57
adders and majority gates	7	1.96
muxes	3	1.00
buffers and inverters	5	0.87
and+or+nand+nor	6	1.14
-- logic make-up (layout without fill, tap and decap cells) --
kind of cell | Yosys count | count (layout)
adders and majority gates | 128 | 128
muxes | 13 | 13
AOI/OAI and AO/OA | 125 | 125
buffers and inverters | 93 | 194
and+or+nand+nor | 169 | 169
xor gates and xnor gates | 25 | 25
-- per-stage QoR --
stage	setup WS (ns)	total power, mW	util (%)	setup TNS [ns]
after floorplan	0.484	0.210	-	0
after global placement	-0.427	0.303	38.3	-0.427
after detailed placement	-0.521	0.305	38.3	-0.521
after CTS	0.0502	0.313	39.1	0
after global routing	0.0108	0.357	39.6	0
final	0.633	0.312	39.6	0
-- cell usage after synthesis (3+ instances only) --
cell,number
sky130_fd_sc_hd__a211oi_1,7
sky130_fd_sc_hd__a21o_1,9
sky130_fd_sc_hd__a21oi_1,25
sky130_fd_sc_hd__a31oi_1,5
sky130_fd_sc_hd__and2_1,16
sky130_fd_sc_hd__clkbuf_1,14
sky130_fd_sc_hd__fa_1,38
sky130_fd_sc_hd__ha_1,90
sky130_fd_sc_hd__inv_1,77
sky130_fd_sc_hd__mux2_2,5
sky130_fd_sc_hd__mux2i_1,5
sky130_fd_sc_hd__nand2_1,47
sky130_fd_sc_hd__nand2b_1,5
sky130_fd_sc_hd__nand3_1,4
sky130_fd_sc_hd__nor2_1,56
sky130_fd_sc_hd__nor2b_1,4
sky130_fd_sc_hd__nor3_1,14
sky130_fd_sc_hd__nor4_1,3
sky130_fd_sc_hd__o211ai_1,6
sky130_fd_sc_hd__o21a_1,15
sky130_fd_sc_hd__o21ai_0,31
sky130_fd_sc_hd__o31ai_1,4
sky130_fd_sc_hd__or2_2,3
sky130_fd_sc_hd__or3_1,5
sky130_fd_sc_hd__xnor2_1,16
sky130_fd_sc_hd__xor2_1,9
-- how the worst max path moves through the flow --
stage,from,to,slack (ns),cells past startpoint
final,io_b[4],io_y[0],0.63,46
after global routing,io_b[4],io_y[0],0.01,48
after CTS,io_b[2],io_y[0],0.05,45
-- layout make-up --
class	instances	area share (%)
Inverter	77	5.26
Multi-Input combinational cell	460	72.9
Tap cell	180	4.10
Timing Repair Buffer	117	17.7
-- timing repair --
item                       CTS  global route
buffers inserted             8             2
pin swaps                   17            17
setup endpoints to repair    1             1
resized                     22            16
gates cloned                 0             0
hold buffers                 0             0
Power and IR drop assume default switching activity.
